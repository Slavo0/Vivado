==> flow/design.v <==
package alu_opcodes_pkg;
parameter ALU_OP_WIDTH = 5;
parameter ALU_ADD  = 5'b00000;
parameter ALU_SUB  = 5'b01000;
parameter ALU_XOR  = 5'b00100;
parameter ALU_OR   = 5'b00110;
parameter ALU_AND  = 5'b00111;
parameter ALU_SRA  = 5'b01101;
parameter ALU_SRL  = 5'b00101;
parameter ALU_SLL  = 5'b00001;
parameter ALU_LTS  = 5'b11100;
parameter ALU_LTU  = 5'b11110;
parameter ALU_GES  = 5'b11101;
parameter ALU_GEU  = 5'b11111;
parameter ALU_EQ   = 5'b11000;
parameter ALU_NE   = 5'b11001;
parameter ALU_SLTS = 5'b00010;
parameter ALU_SLTU = 5'b00011;
endpackage
package riscv_pkg;
parameter LOAD_OPCODE     = 5'b00_000;
parameter MISC_MEM_OPCODE = 5'b00_011;
parameter OP_IMM_OPCODE   = 5'b00_100;
parameter AUIPC_OPCODE    = 5'b00_101;
parameter STORE_OPCODE    = 5'b01_000;
parameter OP_OPCODE       = 5'b01_100;
parameter LUI_OPCODE      = 5'b01_101;
parameter BRANCH_OPCODE   = 5'b11_000;
parameter JALR_OPCODE     = 5'b11_001;
parameter JAL_OPCODE      = 5'b11_011;
parameter SYSTEM_OPCODE   = 5'b11_100;
parameter LDST_B          = 3'b000;
parameter LDST_H          = 3'b001;
parameter LDST_W          = 3'b010;
parameter LDST_BU         = 3'b100;
parameter LDST_HU         = 3'b101;
parameter OP_A_RS1        = 2'b00;
parameter OP_A_CURR_PC    = 2'b01;
parameter OP_A_ZERO       = 2'b10;
parameter OP_B_RS2        = 3'b000;
parameter OP_B_IMM_I      = 3'b001;
parameter OP_B_IMM_U      = 3'b010;
parameter OP_B_IMM_S      = 3'b011;
parameter OP_B_INCR       = 3'b100;
parameter WB_EX_RESULT    = 1'b0;
parameter WB_LSU_DATA     = 1'b1;
endpackage
`timescale 1ns / 1ps
module rf_riscv#(
  parameter int DWIDTH = 32,
  parameter int DEPTH  = 32
)(
  input  logic                           clk_i,
  input  logic [ $clog2(DEPTH) - 1 : 0 ] read_addr1_i, read_addr2_i, write_addr_i,
  input  logic                           write_enable_i,
  input  logic [ DWIDTH - 1        : 0 ] write_data_i,
  output logic [ DWIDTH - 1        : 0 ] read_data1_o, read_data2_o
);
  logic [ DWIDTH - 1 : 0 ] rf_mem[ DEPTH ];
  initial rf_mem [0] = 'b0;
  assign read_data1_o  = rf_mem [ read_addr1_i ];
  assign read_data2_o  = rf_mem [ read_addr2_i ];
  always_ff @(posedge clk_i) begin
    if( write_enable_i )begin 
      if( write_addr_i != 'b0 )begin
        rf_mem [ write_addr_i ] <= write_data_i;
      end  
    end
  end
endmodule
==> flow/run.sh <==
#!/bin/bash
# OpenROAD 26Q1-2900-gdf79404cd8, Yosys 0.63+post, stock flow scripts
make -C /OpenROAD-flow-scripts/flow DESIGN_CONFIG=/design/flow/config.mk WORK_HOME=/design/flow/orfs finish
==> flow/config.mk <==
export PLATFORM = sky130hd
export DESIGN_NAME = rf_riscv
export DESIGN_NICKNAME = rf_riscv
export VERILOG_FILES = /design/flow/design.v
export SDC_FILE = /design/flow/constraint.sdc
export NUM_CORES = 4
export LEC_CHECK = 1
export CORE_UTILIZATION = 50
==> flow/constraint.sdc <==
current_design rf_riscv

set clk_period 7.5
set clk_io_pct 0.2

create_clock -name clk0 -period $clk_period [get_ports {clk_i}]

set non_clock_inputs [all_inputs -no_clocks]
set_input_delay [expr $clk_period * $clk_io_pct] -clock clk0 $non_clock_inputs
set_output_delay [expr $clk_period * $clk_io_pct] -clock clk0 [all_outputs]
==> CHANGELOG.md <==
### Changed

* Crit path launch: read_addr2_i[0]
* Fill cells at 7353
* Slew headroom at 35.2%
* Via count at 31078
* Leak at 0.0203 uW
* Sequential Power Share at 50.0%
* Fin crit share at 83.4%
* Height of the die at 314 um
* Clk pwr share at 40.8%
* Chip Area at 98800 sq um
* # setup viols final at 0
* Setup Fix Bufs, Post-CTS at 0
* # Cells Yosys at 3386
* FFs w/ async S/R, synth at 0%
* Total wire length at 150 mm
* Area grow syn2layout at 12.8%
* Worst EP arrival at 4750 ps
* Drt pass-1 iters at 7
* Crit Path Max Fanout at 80
* Biggest register: rf_mem
* Gate Area at 16900 sq um
* Power Dens Cells at 234 nW/um^2
* Most frequent cells in the layout: 1024 x mux2i_1, 1024 x edfxtp_1, 194 x nand3_1
* Num CTS Buffers at 110
* IO Count at 113
* Status: completed
* Number of enable flip-flop cells at 1024
* Crit end category: output port
* Count of cell types in the netlist at 24
* Inserted Diodes at 0
* F_max at 0.160 GHz
* Final ANT Viol Nets at 0
* Warnings, synthesis at 1
* Final slew viol count at 0
* Vias per Instance at 6.37
* Initial antenna violation count at 1
* Top cells, area: edfxtp_1 63%, mux2i_1 21%, a22oi_1 3.0%
* Final hold vios at 0
* Core ar. at 96700 sq um
* Chip Area, Yosys at 48800 sq um
* Clk sink count at 1024
* Total negative slack at 0 ps
* Critical path class: input pin to output port
* OpenROAD warnings at 26
* Routed WL per cell at 30.8 um
* Residual DRC count at 0
* Tmin final at 6250 ps
* Synth flops at 1024
* Largest net degree at the start of global routing at 96
* Pwr Total at 12800 uW
* Pre-CTS setup slack at 1300 ps
* Synth area leader: edfxtp_1
* Syn Area/Cell at 14.4 sq um
* Hold Path Class: input pin to register
* CTS tree: built
* Global-route wire length before repair at 216 mm
* Clock buffer depth at 3
* Sw Ratio at 23.1%
* Net Switching at 2960 uW
* Biggest regs: rf_mem (1024)
* Post-cts resize count at 0
* Cell count after synthesis at 3386
* Seq/Total Area, Yosys at 63.1%
* Worst hold slack at 1630 ps
* Initial drt markers at 2133
* DIE WIDTH at 314 um
* P_int at 9890 uW
* RePlAce Congestion at 0.895
* Crit path required time at 6000 ps
* Maxcap violations at 0
* Core Util at FP at 50.4%
* Setup ws final at 1250 ps
* Worst Max-Slew Pin Slew at 969 ps
* Global-route total usage across every layer at 33.5%
* RSZ-0062 raised after global routing: no
* Crit path launch type: input pin
* Share of total power in combinational logic at 9.3%
* Row Count at 114
* Reg clk slew, reported paths at 60 ps
* HPWL after DPL at 83.9 mm
* # H-tree levels at 3
* Port Buffers at 112
* Layout cells sized above 1 at 8.90%
* Register area at 30700 sq um
* VDD IR-drop max at 0.194 mV
* Netlist Area Pre-Place at 48800 sq um
* Gr ovfl total at 0
* Top cell area share at 63.1%
* Vias in the first global route at 32608
* Hold buffer count at CTS at 0
* Dominant flop cell: edfxtp_1
* Worst Setup EP: read_data2_o[24]
* Max FFs per register at 1024
* Clk root buf: clkbuf_16
## layer usage
metal / global-route usage [%] / vias to the layer above / wire length (um)
li1: - / 13627 / -
met1: 43.8 / 15088 / 52100
met2: 47.0 / 2021 / 67400
met3: 23.6 / 336 / 25400
met4: 9.28 / 6 / 5270
met5: 1.64 / - / 191
## layout make-up
cell class,instances,area share (%)
Sequential cell,1024,55.9
Tap cell,1276,2.90
Clock buffer,141,5.41
Timing Repair Buffer,239,4.15
Multi-Input combinational cell,2140,30.7
Clock inverter,62,0.906
## worst min path at each step
stage | startpoint | to | depth (start not counted)
CTS | write_data_i[3] | rf_mem[0][3] | 2
global route | write_data_i[3] | rf_mem[0][3] | 2
finish | write_data_i[27] | rf_mem[14][27] | 2
## cell usage after synthesis (37+ instances only)
master and count:
a21oi_1 192, a22o_1 128, a22oi_1 192, a31oi_1 64, buf_2 62, buf_4 57
buf_6 37, clkbuf_1 82, edfxtp_1 1024, mux2i_1 1024, nand2_1 195, nand3_1 194
nor3_1 64
## through the flow
| step | util (%) | std cells | instance area [sq um] |
|---|---|---|---|
| 5_1_grt | 56.9 | 4882 | 55000 |
| 6_report | 56.9 | 4882 | 55000 |
| 3_5_place_dp | 53.3 | 4679 | 51500 |
| 3_3_place_gp | 53.3 | 4679 | 51500 |
| 2_1_floorplan | - | 3417 | 48900 |
| 4_1_cts | 56.9 | 4882 | 55000 |
## power groups by stage
stage,clock (uW),combinational (uW),sequential (uW)
after global routing,5540,1270,6420
final,5240,1190,6420
after CTS,5300,1180,6420
## worst max-delay path, stage by stage
cell and delay, ps:
clkdlybuf4s50_1 550, nor2_4 750, buf_12 560, a22o_1 220, nor3_1 50, a31oi_1 250
nand3_1 340, clkdlybuf4s50_1 510
## kinds of logic after synthesis
kind of cell	count (synthesis)	share of synthesized area [%]
muxes	1024	21.0
and+or+nand+nor	508	4.71
buffers and inverters	253	3.15
AOI/OAI and AO/OA	576	8.05
other	1	0.00769
DFF	1024	63.1
No activity file was given, so power comes from the tool's default toggle rates.
