### design/flow/config.mk
export PLATFORM = sky130hd
export DESIGN_NAME = miriscv_ram
export DESIGN_NICKNAME = miriscv_ram
export VERILOG_FILES = /design/flow/design.v
export SDC_FILE = /design/flow/constraint.sdc
export NUM_CORES = 4
export LEC_CHECK = 1
export CORE_UTILIZATION = 50
### design/flow/constraint.sdc
current_design miriscv_ram

set clk_period 41.7
set clk_io_pct 0.2

create_clock -name clk0 -period $clk_period [get_ports {clk_i}]

set non_clock_inputs [all_inputs -no_clocks]
set_input_delay [expr $clk_period * $clk_io_pct] -clock clk0 $non_clock_inputs
set_output_delay [expr $clk_period * $clk_io_pct] -clock clk0 [all_outputs]
### design/flow/design.v
package alu_opcodes_pkg;
parameter ALU_OP_WIDTH = 5;
parameter ALU_ADD  = 5'b00000;
parameter ALU_SUB  = 5'b01000;
parameter ALU_XOR  = 5'b00100;
parameter ALU_OR   = 5'b00110;
parameter ALU_AND  = 5'b00111;
parameter ALU_SRA  = 5'b01101;
parameter ALU_SRL  = 5'b00101;
parameter ALU_SLL  = 5'b00001;
parameter ALU_LTS  = 5'b11100;
parameter ALU_LTU  = 5'b11110;
parameter ALU_GES  = 5'b11101;
parameter ALU_GEU  = 5'b11111;
parameter ALU_EQ   = 5'b11000;
parameter ALU_NE   = 5'b11001;
parameter ALU_SLTS = 5'b00010;
parameter ALU_SLTU = 5'b00011;
endpackage
package riscv_pkg;
parameter LOAD_OPCODE     = 5'b00_000;
parameter MISC_MEM_OPCODE = 5'b00_011;
parameter OP_IMM_OPCODE   = 5'b00_100;
parameter AUIPC_OPCODE    = 5'b00_101;
parameter STORE_OPCODE    = 5'b01_000;
parameter OP_OPCODE       = 5'b01_100;
parameter LUI_OPCODE      = 5'b01_101;
parameter BRANCH_OPCODE   = 5'b11_000;
parameter JALR_OPCODE     = 5'b11_001;
parameter JAL_OPCODE      = 5'b11_011;
parameter SYSTEM_OPCODE   = 5'b11_100;
parameter LDST_B          = 3'b000;
parameter LDST_H          = 3'b001;
parameter LDST_W          = 3'b010;
parameter LDST_BU         = 3'b100;
parameter LDST_HU         = 3'b101;
parameter OP_A_RS1        = 2'b00;
parameter OP_A_CURR_PC    = 2'b01;
parameter OP_A_ZERO       = 2'b10;
parameter OP_B_RS2        = 3'b000;
parameter OP_B_IMM_I      = 3'b001;
parameter OP_B_IMM_U      = 3'b010;
parameter OP_B_IMM_S      = 3'b011;
parameter OP_B_INCR       = 3'b100;
parameter WB_EX_RESULT    = 1'b0;
parameter WB_LSU_DATA     = 1'b1;
endpackage
`timescale 1ns / 1ps
module miriscv_ram
#(
  parameter RAM_SIZE      = 256,  
  parameter RAM_INIT_FILE = ""
)
(
  input clk_i,
  input rst_n_i,
  output logic  [31:0]  instr_rdata_o,
  input         [31:0]  instr_addr_i,
  output logic  [31:0]  data_rdata_o,
  input                 data_req_i,
  input                 data_we_i,
  input         [3:0]   data_be_i,
  input         [31:0]  data_addr_i,
  input         [31:0]  data_wdata_i
);
  reg [31:0]    mem [0:RAM_SIZE/4-1];
  reg [31:0]    data_int;
  integer ram_index;
  initial begin
    if(RAM_INIT_FILE != "")
      $readmemh(RAM_INIT_FILE, mem);
    else
      for (ram_index = 0; ram_index < RAM_SIZE/4-1; ram_index = ram_index + 1)
        mem[ram_index] = {32{1'b0}};
  end
  assign instr_rdata_o = mem[(instr_addr_i % RAM_SIZE) / 4];
  always@(posedge clk_i) begin
    if(!rst_n_i) begin
      data_rdata_o  <= 32'b0;
    end
    else if(data_req_i) begin
      data_rdata_o <= mem[(data_addr_i  % RAM_SIZE) / 4];
      if(data_we_i && data_be_i[0])
        mem [data_addr_i[31:2]] [7:0]  <= data_wdata_i[7:0];
      if(data_we_i && data_be_i[1])
        mem [data_addr_i[31:2]] [15:8] <= data_wdata_i[15:8];
      if(data_we_i && data_be_i[2])
        mem [data_addr_i[31:2]] [23:16] <= data_wdata_i[23:16];
      if(data_we_i && data_be_i[3])
        mem [data_addr_i[31:2]] [31:24] <= data_wdata_i[31:24];
    end
  end
endmodule
### design/flow/run.sh
#!/bin/bash
# OpenROAD 26Q1-2900-gdf79404cd8, Yosys 0.63+post, stock flow scripts
make -C /OpenROAD-flow-scripts/flow DESIGN_CONFIG=/design/flow/config.mk WORK_HOME=/design/flow/orfs finish
==> flow report <==
==============================================================================
Last element of the critical path                                 instr_rdata_o[12]
Post-detailed-placement cell area                                   102000 um2
Antenna violations before repair                                            26
Yosys top cell by instances                                           edfxtp_1
Final critical-path share of the clock period                            0.532
M1 GR Usage                                                              0.490
Count of cell types in the netlist                                          66
Met2 Resource Use GR                                                     0.553
Slew Limit Fails                                                             0
Worst setup path start                                            instr_addr_i[3]
Power, Total                                                           4.64 mW
Wire length per cell                                                   41.5 um
Synth warnings                                                               1
Leakage component of the power                                         34.4 nW
Global-route wire length before repair                               492000 um
DRC violations left                                                          0
Share of layout cells above drive strength 1                             0.294
Fin worst setup slack                                                 19.50 ns
Sequential Power Share                                                   0.497
Hold Path Class                                                   register to register
Largest cells by area after synthesis                             edfxtp_1 64%, mux4_2 17%, a221oi_1 3.2%, mux2i_1 2.0%, mux2_2 2.0%
Clock transition at path regs                                          0.06 ns
Area share of the largest cell type after synthesis                      0.640
Via density                                                               7.20
Required time at the worst-slack endpoint                             33.36 ns
Post-route ant nets                                                          0
Net switching component of the power                                   1.11 mW
Clock share of power                                                     0.411
Maximum number of pins on one net before global-route repair                72
Worst slew margin relative to its limit                                  0.314
Max-Cap Viols                                                                0
Clock H-tree levels                                                          4
Achievable Freq                                                       45.0 MHz
Seq/Total Area, Yosys                                                    0.647
GP Congestion                                                            0.977
Cell types with the highest counts after synthesis                2048 x edfxtp_1, 722 x mux4_2, 422 x nor2_1, 346 x a221oi_1, 194 x mux2i_1
Std cell rows                                                              160
Power Density                                                      42.7 nW/um2
RSZ-0062 raised after global routing                                        no
Run status                                                        finished clean
Top fanout value on the critical path                                       69
Wire length reported by the detailed router                          352000 um
Count of port buffers added during placement                               115
Iteration count of the initial detailed-routing pass                         6
Pin slew with the least headroom to its limit                          1.02 ns
Full die area                                                       194000 um2
Number of standard cells after synthesis                                  5485
Hold Slack                                                            0.596 ns
Total of cells resized after clock tree synthesis                            0
Worst-case clock skew                                                0.0276 ns
Minimum setup slack after placement                                   19.63 ns
R2r startpoint                                                      mem[59][4]
Cell type contributing the most total cell area after synthesis       edfxtp_1
HPWL after detailed placement                                        220000 um
Depth of the worst register-to-register path                                 5
Post-synthesis instance area                                         96100 um2
Worst Setup Start Kind                                              input port
M3 GR Usage                                                              0.333
Most used routing layer in global routing                                 met2
Cell total in the yosys stat output                                       5485
Number of non-filler instances in the completed layout                    8489
Category of the critical setup timing path                        input port to primary output
Endpoint of the worst register-to-register path                   data_rdata_o[4]
Category of the worst setup path capture point                    primary output
Total congestion overflow after global routing                               0
Async S/R FF share, synth                                                    0
TritonCTS clock tree                                                      done
Area Growth Syn to Fin                                                   13.0%
Net switching share of the total power                                   0.238
Multi-input gate area                                                31800 um2
Starting utilization of the core area                                    0.504
Clock latency reported for the late side of the worst-skew pair        0.87 ns
Final Hold Viols                                                             0
Via count of the first global-routing pass                               66100
Overall via count from detail_route                                      61100
Final instance area                                                 109000 um2
CTS buffer count                                                           215
Setup slack of the worst register-to-register path                    39.09 ns
Overall global routing resource usage                                    0.413
Predominant post-synthesis flop cell                                  edfxtp_1
Cts-stage hold buffer count                                                  0
Area taken by flip-flops and latches                                 62100 um2
Flops after synth                                                         2080
Number of warnings the tools reported                                       78
Chip width                                                              440 um
Ports                                                                      168
Final standard cell utilization of the core                              0.570
Number of buffers between clock root and the deepest sink                    3
Post-CTS Setup Repair Bufs                                                   0
Layout filler cell count                                                 14200
Minimum clock period after layout                                     22.20 ns
Placed cell count                                                         8075
EDFF count, synth                                                         2048
Number of sinks handled by clock tree synthesis                           2080
Final sum of negative setup slack                                         0 ns
Die height                                                              440 um
Chip area estimate from yosys synthesis                              96100 um2
CTS root buf                                                         clkbuf_16
Worst ir drop on vdd                                                 0.0354 mV
Std-Cell Core Area                                                  191000 um2
Cell Int Power                                                         3.54 mW
Data arrival time of the critical path                                13.86 ns
Final setup violation count                                                  0
DR iter-0 viols                                                           5134
Average footprint of a synthesized cell                               17.5 um2
Combinational Power Share                                                0.092
==============================================================================
## sequential cells by signal, summed over array words and instances (netlist names)
| signal | flops |
|---|---|
| data_rdata_o | 32 |
| mem | 2048 |
## area by class of cell
cell class | instances | area share
sequential | 2080 | 0.572
multi-input combinational | 2907 | 0.293
clock buffer | 270 | 0.0531
timing repair buffer | 571 | 0.0418
tap | 2511 | 0.0289
clock inverter | 131 | 0.0105
inverter | 6 | 0.000369
antenna | 13 | 0.000300
## logic make-up after synthesis
group                  Yosys count  share of synthesized area
and+or+nand+nor                624                     0.0265
AOI/OAI and AO/OA             1195                     0.0931
muxes                         1088                      0.210
buffers and inverters          498                     0.0243
DFF                           2080                      0.647
## how the worst min path moves through the flow
stage / startpoint / to / slack (ns) / cells after the start
CTS: data_rdata_o[17] / data_rdata_o[17] / 0.59 / 2
global route: data_rdata_o[0] / data_rdata_o[0] / 0.64 / 2
finish: data_rdata_o[17] / data_rdata_o[17] / 0.60 / 2
## layer usage
layer,vias to the layer above,part of all wire,routed length [um]
li1,24100,-,-
met1,30500,0.29,102000
met2,5293,0.44,156000
met3,1145,0.20,68800
met4,60,0.068,24000
met5,-,0.0034,1180
## placed cells by master, fill, tap and decap left out, types with 23 or more instances in the layout
cell type / synthesis / layout
edfxtp_1: 2048 / 2048
mux4_2: 722 / 722
buf_4: 43 / 448
nor2_1: 422 / 409
a221oi_1: 346 / 346
clkbuf_16: 0 / 221
mux2i_1: 194 / 194
a22oi_1: 182 / 182
mux2_2: 171 / 171
o21ai_0: 150 / 150
nand2_1: 127 / 125
a21oi_1: 115 / 115
o22ai_1: 105 / 105
clkdlybuf4s50_1: 0 / 72
a22o_1: 67 / 67
clkinv_1: 1 / 49
clkinv_2: 0 / 46
clkbuf_1: 193 / 44
a221o_1: 36 / 36
a31oi_1: 35 / 35
buf_2: 172 / 35
dfxtp_1: 32 / 32
o22a_1: 25 / 25
o211ai_1: 23 / 23
## worst max-delay path, stage by stage
cell and delay (ns):
buf_8 0.53, buf_4 0.66, buf_4 0.53, buf_4 0.52, buf_4 0.67, mux4_2 0.43
mux4_2 0.55, a22oi_1 0.51, nand2_1 0.47, clkdlybuf4s50_1 0.53
## power by group through the flow
stage                 clock [mW]  sequential, mW  combinational, mW
final                       1.91            2.31              0.427
after global routing        2.00            2.31              0.440
after CTS                   1.92            2.31              0.415
No activity file was given, so power comes from the tool's default toggle rates.
